### flow/run.sh
#!/bin/bash
# OpenROAD 26Q1-2900-gdf79404cd8, Yosys 0.63+post, stock flow scripts
make -C /OpenROAD-flow-scripts/flow DESIGN_CONFIG=/design/flow/config.mk WORK_HOME=/design/flow/orfs finish
### flow/config.mk
export PLATFORM = sky130hd
export DESIGN_NAME = Arraymul_eight_eight
export DESIGN_NICKNAME = Arraymul_eight_eight
export VERILOG_FILES = /design/flow/design.v
export SDC_FILE = /design/flow/constraint.sdc
export NUM_CORES = 4
export LEC_CHECK = 1
export CORE_UTILIZATION = 40
### flow/constraint.sdc
current_design Arraymul_eight_eight

set clk_period 16.8
set clk_io_pct 0.2

create_clock -name clk0 -period $clk_period

set non_clock_inputs [all_inputs -no_clocks]
set_input_delay [expr $clk_period * $clk_io_pct] -clock clk0 $non_clock_inputs
set_output_delay [expr $clk_period * $clk_io_pct] -clock clk0 [all_outputs]
### flow/design.v
module Arraymul_eight_eight (
    input [7:0]A,B,
    output [15:0] R 
);
    wire [64:0]s,c;    
    wire [7:0]pp;     
    PP PP01(pp[0],A[0],B[0]);
    PP PP02(pp[1],A[1],B[0]);
    PP PP03(pp[2],A[2],B[0]);
    PP PP04(pp[3],A[3],B[0]);
    PP PP05(pp[4],A[4],B[0]);
    PP PP06(pp[5],A[5],B[0]);
    PP PP07(pp[6],A[6],B[0]);
    PP PP08(pp[7],A[7],B[0]);
    FA FA11(s[0],c[0],(A[0]&B[1]),pp[1],1'b0);
    FA FA12(s[1],c[1],(A[1]&B[1]),pp[2],c[0]);
    FA FA13(s[2],c[2],(A[2]&B[1]),pp[3],c[1]);
    FA FA14(s[3],c[3],(A[3]&B[1]),pp[4],c[2]);
    FA FA15(s[4],c[4],(A[4]&B[1]),pp[5],c[3]);
    FA FA16(s[5],c[5],(A[5]&B[1]),pp[6],c[4]);
    FA FA17(s[6],c[6],(A[6]&B[1]),pp[7],c[5]);
    FA FA18(s[7],c[7],(A[7]&B[1]),1'b0,c[6]);
    FA FA21(s[8],c[8],(A[0]&B[2]),s[1],1'b0);
    FA FA22(s[9],c[9],(A[1]&B[2]),s[2],c[8]);
    FA FA23(s[10],c[10],(A[2]&B[2]),s[3],c[9]);
    FA FA24(s[11],c[11],(A[3]&B[2]),s[4],c[10]);
    FA FA25(s[12],c[12],(A[4]&B[2]),s[5],c[11]);
    FA FA26(s[13],c[13],(A[5]&B[2]),s[6],c[12]);
    FA FA27(s[14],c[14],(A[6]&B[2]),s[7],c[13]);
    FA FA28(s[15],c[15],(A[7]&B[2]),c[7],c[14]);
    FA FA31(s[16],c[16],(A[0]&B[3]),s[9],1'b0);
    FA FA32(s[17],c[17],(A[1]&B[3]),s[10],c[16]);
    FA FA33(s[18],c[18],(A[2]&B[3]),s[11],c[17]);
    FA FA34(s[19],c[19],(A[3]&B[3]),s[12],c[18]);
    FA FA35(s[20],c[20],(A[4]&B[3]),s[13],c[19]);
    FA FA36(s[21],c[21],(A[5]&B[3]),s[14],c[20]);
    FA FA37(s[22],c[22],(A[6]&B[3]),s[15],c[21]);
    FA FA38(s[23],c[23],(A[7]&B[3]),c[15],c[22]);
    FA FA41(s[24],c[24],(A[0]&B[4]),s[17],1'b0);
    FA FA42(s[25],c[25],(A[1]&B[4]),s[18],c[24]);
    FA FA43(s[26],c[26],(A[2]&B[4]),s[19],c[25]);
    FA FA44(s[27],c[27],(A[3]&B[4]),s[20],c[26]);
    FA FA45(s[28],c[28],(A[4]&B[4]),s[21],c[27]);
    FA FA46(s[29],c[29],(A[5]&B[4]),s[22],c[28]);
    FA FA47(s[30],c[30],(A[6]&B[4]),s[23],c[29]);
    FA FA48(s[31],c[31],(A[7]&B[4]),c[23],c[30]);
    FA FA51(s[32],c[32],(A[0]&B[5]),s[25],1'b0);
    FA FA52(s[33],c[33],(A[1]&B[5]),s[26],c[32]);
    FA FA53(s[34],c[34],(A[2]&B[5]),s[27],c[33]);
    FA FA54(s[35],c[35],(A[3]&B[5]),s[28],c[34]);
    FA FA55(s[36],c[36],(A[4]&B[5]),s[29],c[35]);
    FA FA56(s[37],c[37],(A[5]&B[5]),s[30],c[36]);
    FA FA57(s[38],c[38],(A[6]&B[5]),s[31],c[37]);
    FA FA58(s[39],c[39],(A[7]&B[5]),c[31],c[38]);
    FA FA61(s[40],c[40],(A[0]&B[6]),s[33],1'b0);
    FA FA62(s[41],c[41],(A[1]&B[6]),s[34],c[40]);
    FA FA63(s[42],c[42],(A[2]&B[6]),s[35],c[41]);
    FA FA64(s[43],c[43],(A[3]&B[6]),s[36],c[42]);
    FA FA65(s[44],c[44],(A[4]&B[6]),s[37],c[43]);
    FA FA66(s[45],c[45],(A[5]&B[6]),s[38],c[44]);
    FA FA67(s[46],c[46],(A[6]&B[6]),s[39],c[45]);
    FA FA68(s[47],c[47],(A[7]&B[6]),c[39],c[46]);
    FA FA71(s[48],c[48],(A[0]&B[7]),s[41],1'b0);
    FA FA72(s[49],c[49],(A[1]&B[7]),s[42],c[48]);
    FA FA73(s[50],c[50],(A[2]&B[7]),s[43],c[49]);
    FA FA74(s[51],c[51],(A[3]&B[7]),s[44],c[50]);
    FA FA75(s[52],c[52],(A[4]&B[7]),s[45],c[51]);
    FA FA76(s[53],c[53],(A[5]&B[7]),s[46],c[52]);
    FA FA77(s[54],c[54],(A[6]&B[7]),s[47],c[53]);
    FA FA78(s[55],c[55],(A[7]&B[7]),c[47],c[54]);
    assign R[0] = pp[0];
    assign R[1] = s[0];
    assign R[2] = s[8];
    assign R[3] = s[16];
    assign R[4] = s[24];
    assign R[5] = s[32];
    assign R[6] = s[40];
    assign R[7] = s[48];
    assign R[8] = s[49];
    assign R[9] = s[50];
    assign R[10] = s[51];
    assign R[11] = s[52];
    assign R[12] = s[53];
    assign R[13] = s[54];
    assign R[14] = s[55];
    assign R[15] = c[55];
endmodule
module PP(pc,c,d);
    input c,d;
    output pc;
    assign pc= c&d;
endmodule
module pi0(sout,cout,a,b,cin);
    input a,b,cin;
    output sout,cout;
    assign sout=(a^b^cin);
    assign cout= (a&b)|(b&cin)|(a&cin);
endmodule
module HA(sum,carry,a,b);
    input a,b;
    output sum,carry;
    assign sum = a ^ b;   
    assign carry = a & b;   
endmodule
module FA(sum,carry,a,b,cin);
    input a,b,cin;
    output sum,carry;
    assign sum = a ^ b ^ cin;   
    assign carry = (a & b) | (b & cin) | (a & cin) ;   
endmodule
module pi1(sout,a,b,sin);
    input a,b,sin;
    output sout;
    assign sout= sin ^ (a & b);
endmodule
module pi2(sout,cout,a,b,sin);
    input a,b,sin;
    output sout,cout;
    HA HA00(sout,cout,sin,(a&b));
endmodule
module pi3(sout,cout,ai,aj,bi,bj,sin);
    input ai,aj,bi,bj,sin;
    output sout,cout;
    FA FA00(sout,cout,sin,(ai&bi),(aj&bj));
endmodule
module cd6 (
    input [7:0]A,
    input [3:0]B,
    output [11:0] R 
);
    wire [64:0]s,c;    
    wire [7:0]pp;     
    PP PP01(pp[0],A[0],B[0]);
    PP PP02(pp[1],A[1],B[0]);
    PP PP03(pp[2],A[2],B[0]);
    PP PP04(pp[3],A[3],B[0]);
    PP PP05(pp[4],A[4],B[0]);
    PP PP06(pp[5],A[5],B[0]);
    PP PP07(pp[6],A[6],B[0]);
    PP PP08(pp[7],A[7],B[0]);
    pi1 pi111(s[0],A[0],B[1],pp[1]);  
    pi1 pi112(s[1],A[1],B[1],pp[2]);
    pi1 pi113(s[2],A[2],B[1],pp[3]);
    pi1 pi114(s[3],A[3],B[1],pp[4]);
    pi1 pi115(s[4],A[4],B[1],pp[5]);
    pi2 pi216(s[5],c[1],A[6],B[1],pp[7]);
    FA FA18(s[6],c[2],(A[7]&B[1]),1'b0,c[1]);
    pi1 pi121(s[8],A[0],B[2],s[1]); 
    pi1 pi122(s[9],A[1],B[2],s[2]);
    pi1 pi123(s[10],A[2],B[2],s[3]);
    pi1 pi124(s[11],A[3],B[2],s[4]);
    pi3 pi3125(s[12],c[0],A[5],A[4],B[1],B[2],pp[6]);
    FA FA26(s[13],c[13],(A[5]&B[2]),s[5],c[0]);
    FA FA27(s[14],c[14],(A[6]&B[2]),s[6],c[13]);
    FA FA28(s[15],c[15],(A[7]&B[2]),c[2],c[14]);
    pi1 pi131(s[16],A[0],B[3],s[9]); 
    pi1 pi132(s[17],A[1],B[3],s[10]);
    pi1 pi133(s[18],A[2],B[3],s[11]);
    pi2 pi226(s[19],c[19],A[3],B[3],s[12]);
    FA FA35(s[20],c[20],(A[4]&B[3]),s[13],c[19]);
    FA FA36(s[21],c[21],(A[5]&B[3]),s[14],c[20]);
    FA FA37(s[22],c[22],(A[6]&B[3]),s[15],c[21]);
    FA FA38(s[23],c[23],(A[7]&B[3]),c[15],c[22]);
    assign R[0] = pp[0];
    assign R[1] = s[0];
    assign R[2] = s[8];
    assign R[3] = s[16];
    assign R[4] = s[17];
    assign R[5] = s[18];
    assign R[6] = s[19];
    assign R[7] = s[20];
    assign R[8] = s[21];
    assign R[9] = s[22];
    assign R[10] = s[23];
    assign R[11] = c[23];
endmodule
==> results_slide.txt <==
Synthesis and Place & Route Summary

Status
  • Status: completed

Finish
  • Commonest Layout Cell: and2_1
  • Synthesis-to-finish area growth: 21.78%
  • Logic area: 1469 µm²
  • Layout cells sized above 1: 14.75%
  • Fillers: 352
  • Flop count: 0
  • Storage cell area: 0 µm²
  • Most common logic cells in the final layout: 45 x and2_1, 31 x clkdlybuf4s50_1, 26 x inv_1, 26 x fa_1, 22 x fa_2
  • # clk buffers: 0

Floorplan
  • Fp util: 42.95%
  • Die ar.: 4338 µm²
  • Rows: 22
  • Io pins: 32
  • Die Span X: 65.87 µm
  • Area of the core: 3799 µm²
  • Die Y-Extent: 65.87 µm

Hold path
  • Worst min path class: input pin to output port
  • Hold EP: R[0]
  • Hold path startpoint: B[0]
  • Hold Path Depth: 3

Place
  • RD Place Congestion: 0.7498
  • HPWL Detailed: 2050 µm
  • # port buffers: 32

Drt
  • Detailed Route WL: 2093 µm
  • Routed wire per std cell: 9.061 µm
  • Remaining DRCs: 0
  • Vias per inst: 4.398
  • Initial DRC count: 15
  • 1st-pass router iterations: 2
  • Ant. Diodes: 0
  • Routed vias: 1016
  • Post-route ant nets: 0

Timing
  • F_max: 0.06109 GHz
  • Pins over their slew limit: 0
  • Count of final setup violators: 0
  • Period minus WS final: 16.37 ns
  • Worst rel slew slack: 82.75%
  • Hold_ws: 7.398 ns
  • Slew @ Worst Pin: 0.2579 ns
  • Setup TNS: 0 ns
  • RSZ-0062 raised after global routing: false
  • Post-route clock period utilization: 97.44%
  • Fin. Hold Viols: 0

Flow run
  • MaxCap Viol Count: 0
  • Log Warnings: 32

Global route
  • Largest net degree at the start of global routing: 9
  • Met2 Usage GRT: 21.56%
  • Remaining global-route overflow: 0
  • Met3 global-route usage: 1.049%
  • GRT Total Usage: 12.76%
  • Vias in the first global route: 1073
  • GRT busiest layer: met2
  • M1 GR Usage: 20.28%
  • Initial antenna violation count: 0
  • First-pass GRT wire length: 4326 µm

Critical path
  • CP startpoint kind: input pin
  • Crit. Startpoint: B[1]
  • Max Fanout on Critical Path: 2
  • Crit path required time: 13.44 ns
  • Critical Path AT: 13.01 ns
  • CP Class: input pin to output port
  • CP endpoint kind: output port

Power and ir drop
  • Leakage power: 0.8903 nW
  • Power Total: 0.3223 mW
  • Cell Pwr Density: 162.2 nW/µm²
  • Max IR drop VDD: 0.07912 mV

Synthesis
  • Seq/Total Area, Yosys: 0%
  • Yosys cell count: 162
  • Chip area line of the yosys report: 1632 µm²
  • Syn Inst Count: 162
  • Cell area leaders: fa_1 59%, and2_1 17%, buf_4 7.4%, ha_1 6.1%, inv_1 6.0%
  • Share of the synthesized area in the top cell type: 58.90%
  • Synth Cell Area: 1632 µm²
  • Syn. warnings: 0
  • Syn Area/Cell: 10.07 µm²
  • Post-synth top area cell: fa_1
  • Yosys cell types: 6

Clocking
  • Hold buffer count at cts: 0
  • # Post-CTS Setup Buffers: 0
[kinds of logic (layout without fill, tap and decap cells)]
| kind of cell | Yosys count | count (layout) | share of synthesized area [%] |
|---|---|---|---|
| AND/OR/NAND/NOR | 64 | 64 | 21.63 |
| buffers and inverters | 42 | 63 | 13.34 |
| adder cells (fa/ha/maj) | 56 | 56 | 65.03 |
[worst max-delay path, stage by stage]
cell and delay [ns]:
clkdlybuf4s50_1 0.49, and2_1 0.13, ha_1 0.13, inv_1 0.05, fa_2 0.39, fa_2 0.40, fa_2 0.58, inv_1 0.06
fa_2 0.36, fa_2 0.40, fa_2 0.59, fa_2 0.45, fa_2 0.38, fa_2 0.59, fa_2 0.45, fa_2 0.37
fa_1 0.45, fa_1 0.41, fa_1 0.38, fa_1 0.39, fa_2 0.52, inv_1 0.05, fa_2 0.35, fa_1 0.35
inv_1 0.08, fa_1 0.41, clkdlybuf4s50_1 0.42
[power by group]
part | leakage [nW] | internal [mW] | switching (mW)
Sequential | 0 | 0 | 0
Clock | 0 | 0 | 0
Combinational | 0.890 | 0.205 | 0.117
Total | 0.890 | 0.205 | 0.117
[what timing repair did]
action | CTS | global route
pin swaps | 3 | 5
setup endpoints to repair | 1 | 3
gates resized | 9 | 14
[worst max path at each step]
stage | slack [ns] | to
4_1_cts | 0.01 | R[14]
6_report | 0.43 | R[14]
5_1_grt | 0.03 | R[14]
[through the flow]
stage	instances	setup slack [ns]	util (%)	cell area [µm²]
finish	231	0.4304	52.31	1987
CTS	231	0.01085	51.38	1952
floorplan	162	1.016	-	1632
detailed placement	231	-0.05291	50.79	1929
global placement	231	-0.02392	50.79	1929
global route	231	0.03201	52.31	1987
[routing by layer]
layer  up-vias  wire, µm
li1        494         -
met1       502       985
met2        20      1024
met3         0        83
met4         0         0
met5         -         0
[final cells by class]
cell class	count	share of cell area, %
repair buffers	37	18.14
multi-input cells	120	73.93
well taps	48	3.023
inverters	26	4.912
[synth_stat cells]
master    n
fa_1     48
and2_1   45
inv_1    26
nand2_1  19
buf_4    16
ha_1      8
Power and IR drop assume default switching activity.
