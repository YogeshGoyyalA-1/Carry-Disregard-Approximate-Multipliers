==> flow/design.v <==
module cd0(
    input [7:0]A,
    input [3:0]B,
    output [11:0] R 
);
    wire [64:0]s,c;    
    wire [7:0]pp;     
    PP PP01(pp[0],A[0],B[0]);
    PP PP02(pp[1],A[1],B[0]);
    PP PP03(pp[2],A[2],B[0]);
    PP PP04(pp[3],A[3],B[0]);
    PP PP05(pp[4],A[4],B[0]);
    PP PP06(pp[5],A[5],B[0]);
    PP PP07(pp[6],A[6],B[0]);
    PP PP08(pp[7],A[7],B[0]);
    FA FA11(s[0],c[0],(A[0]&B[1]),pp[1],1'b0);
    FA FA12(s[1],c[1],(A[1]&B[1]),pp[2],c[0]);
    FA FA13(s[2],c[2],(A[2]&B[1]),pp[3],c[1]);
    FA FA14(s[3],c[3],(A[3]&B[1]),pp[4],c[2]);
    FA FA15(s[4],c[4],(A[4]&B[1]),pp[5],c[3]);
    FA FA16(s[5],c[5],(A[5]&B[1]),pp[6],c[4]);
    FA FA17(s[6],c[6],(A[6]&B[1]),pp[7],c[5]);
    FA FA18(s[7],c[7],(A[7]&B[1]),1'b0,c[6]);
    FA FA21(s[8],c[8],(A[0]&B[2]),s[1],1'b0);
    FA FA22(s[9],c[9],(A[1]&B[2]),s[2],c[8]);
    FA FA23(s[10],c[10],(A[2]&B[2]),s[3],c[9]);
    FA FA24(s[11],c[11],(A[3]&B[2]),s[4],c[10]);
    FA FA25(s[12],c[12],(A[4]&B[2]),s[5],c[11]);
    FA FA26(s[13],c[13],(A[5]&B[2]),s[6],c[12]);
    FA FA27(s[14],c[14],(A[6]&B[2]),s[7],c[13]);
    FA FA28(s[15],c[15],(A[7]&B[2]),c[7],c[14]);
    FA FA31(s[16],c[16],(A[0]&B[3]),s[9],1'b0);
    FA FA32(s[17],c[17],(A[1]&B[3]),s[10],c[16]);
    FA FA33(s[18],c[18],(A[2]&B[3]),s[11],c[17]);
    FA FA34(s[19],c[19],(A[3]&B[3]),s[12],c[18]);
    FA FA35(s[20],c[20],(A[4]&B[3]),s[13],c[19]);
    FA FA36(s[21],c[21],(A[5]&B[3]),s[14],c[20]);
    FA FA37(s[22],c[22],(A[6]&B[3]),s[15],c[21]);
    FA FA38(s[23],c[23],(A[7]&B[3]),c[15],c[22]);
    assign R[0] = pp[0];
    assign R[1] = s[0];
    assign R[2] = s[8];
    assign R[3] = s[16];
    assign R[4] = s[17];
    assign R[5] = s[18];
    assign R[6] = s[19];
    assign R[7] = s[20];
    assign R[8] = s[21];
    assign R[9] = s[22];
    assign R[10] = s[23];
    assign R[11] = c[23];
endmodule
module PP(pc,c,d);
    input c,d;
    output pc;
    assign pc= c&d;
endmodule
module pi0(sout,cout,a,b,cin);
    input a,b,cin;
    output sout,cout;
    assign sout=(a^b^cin);
    assign cout= (a&b)|(b&cin)|(a&cin);
endmodule
module HA(sum,carry,a,b);
    input a,b;
    output sum,carry;
    assign sum = a ^ b;   
    assign carry = a & b;   
endmodule
module FA(sum,carry,a,b,cin);
    input a,b,cin;
    output sum,carry;
    assign sum = a ^ b ^ cin;   
    assign carry = (a & b) | (b & cin) | (a & cin) ;   
endmodule
module pi1(sout,a,b,sin);
    input a,b,sin;
    output sout;
    assign sout= sin ^ (a & b);
endmodule
module pi2(sout,cout,a,b,sin);
    input a,b,sin;
    output sout,cout;
    HA HA00(sout,cout,sin,(a&b));
endmodule
module pi3(sout,cout,ai,aj,bi,bj,sin);
    input ai,aj,bi,bj,sin;
    output sout,cout;
    FA FA00(sout,cout,sin,(ai&bi),(aj&bj));
endmodule
module cd6 (
    input [7:0]A,
    input [3:0]B,
    output [11:0] R 
);
    wire [64:0]s,c;    
    wire [7:0]pp;     
    PP PP01(pp[0],A[0],B[0]);
    PP PP02(pp[1],A[1],B[0]);
    PP PP03(pp[2],A[2],B[0]);
    PP PP04(pp[3],A[3],B[0]);
    PP PP05(pp[4],A[4],B[0]);
    PP PP06(pp[5],A[5],B[0]);
    PP PP07(pp[6],A[6],B[0]);
    PP PP08(pp[7],A[7],B[0]);
    pi1 pi111(s[0],A[0],B[1],pp[1]);  
    pi1 pi112(s[1],A[1],B[1],pp[2]);
    pi1 pi113(s[2],A[2],B[1],pp[3]);
    pi1 pi114(s[3],A[3],B[1],pp[4]);
    pi1 pi115(s[4],A[4],B[1],pp[5]);
    pi2 pi216(s[5],c[1],A[6],B[1],pp[7]);
    FA FA18(s[6],c[2],(A[7]&B[1]),1'b0,c[1]);
    pi1 pi121(s[8],A[0],B[2],s[1]); 
    pi1 pi122(s[9],A[1],B[2],s[2]);
    pi1 pi123(s[10],A[2],B[2],s[3]);
    pi1 pi124(s[11],A[3],B[2],s[4]);
    pi3 pi3125(s[12],c[0],A[5],A[4],B[1],B[2],pp[6]);
    FA FA26(s[13],c[13],(A[5]&B[2]),s[5],c[0]);
    FA FA27(s[14],c[14],(A[6]&B[2]),s[6],c[13]);
    FA FA28(s[15],c[15],(A[7]&B[2]),c[2],c[14]);
    pi1 pi131(s[16],A[0],B[3],s[9]); 
    pi1 pi132(s[17],A[1],B[3],s[10]);
    pi1 pi133(s[18],A[2],B[3],s[11]);
    pi2 pi226(s[19],c[19],A[3],B[3],s[12]);
    FA FA35(s[20],c[20],(A[4]&B[3]),s[13],c[19]);
    FA FA36(s[21],c[21],(A[5]&B[3]),s[14],c[20]);
    FA FA37(s[22],c[22],(A[6]&B[3]),s[15],c[21]);
    FA FA38(s[23],c[23],(A[7]&B[3]),c[15],c[22]);
    assign R[0] = pp[0];
    assign R[1] = s[0];
    assign R[2] = s[8];
    assign R[3] = s[16];
    assign R[4] = s[17];
    assign R[5] = s[18];
    assign R[6] = s[19];
    assign R[7] = s[20];
    assign R[8] = s[21];
    assign R[9] = s[22];
    assign R[10] = s[23];
    assign R[11] = c[23];
endmodule
==> flow/run.sh <==
#!/bin/bash
# OpenROAD 26Q1-2900-gdf79404cd8, Yosys 0.63+post, stock flow scripts
make -C /OpenROAD-flow-scripts/flow DESIGN_CONFIG=/design/flow/config.mk WORK_HOME=/design/flow/orfs finish
==> flow/config.mk <==
export PLATFORM = sky130hd
export DESIGN_NAME = cd0
export DESIGN_NICKNAME = cd0
export VERILOG_FILES = /design/flow/design.v
export SDC_FILE = /design/flow/constraint.sdc
export NUM_CORES = 4
export LEC_CHECK = 1
export CORE_AREA = 10 10 86 86
export DIE_AREA = 0 0 96 96
==> flow/constraint.sdc <==
current_design cd0

set clk_period 9.0
set clk_io_pct 0.2

create_clock -name clk0 -period $clk_period

set non_clock_inputs [all_inputs -no_clocks]
set_input_delay [expr $clk_period * $clk_io_pct] -clock clk0 $non_clock_inputs
set_output_delay [expr $clk_period * $clk_io_pct] -clock clk0 [all_outputs]
==> impl_metrics.json <==
{
  "outcome": "finished clean",
  "logic_area_um2": 643,
  "p_leak_nw": 0.517,
  "finalCritPeriodShare": 0.976,
  "area_growth_syn_to_layout_pct": 40.7,
  "final.min_clock_period_ps": 8780,
  "dpl_worst_slack_ps": -710,
  "drc": 0,
  "worst_pin_slew_ps": 264,
  "die_y_um": 96,
  "ant_nets": 0,
  "yosysWarnings": 0,
  "p_total_mw": 0.0910,
  "lay_top_count": "inv_1",
  "fp-row-count": 27,
  "setup_violations": 0,
  "ys_seq_share": 0,
  "cp_data_arrival_time_ps": 6980,
  "max_freq_mhz": 114,
  "vias": 548,
  "min_path_type": "input port to primary output",
  "syn_area_um2": 783,
  "gp_congestion": 0.824,
  "floorplan.core_util": 0.141,
  "dieArea_um2": 9220,
  "n_antenna_cell": 0,
  "drt_first_pass_iters": 4,
  "warnings": 33,
  "maxCapViolCount": 0,
  "drt-total-wl_um": 1450,
  "finalSetupTns_ps": 0,
  "required_ps": 7200,
  "dp_hpwl_um": 1460,
  "drtIter0Drc": 10,
  "crit_path_end_kind": "primary output",
  "grt_max_degree": 9,
  "dp.cells": 181,
  "fin_cells": 181,
  "grt_pass1_wl_um": 2700,
  "cp-start-kind": "input port",
  "core-area_um2": 5540,
  "synth_stat.cells": 92,
  "p_per_area_nw_per_um2": 82.6,
  "crit_fanout": 8,
  "synth_cell_types": 6,
  "viasPerCell": 3.03,
  "final_cell_mix": "inv_1, nand2_1, clkdlybuf4s50_1",
  "cts_hold_buffers": 0,
  "grt_pass1_vias": 622,
  "die_x_um": 96,
  "slew_violations": 0,
  "seqCellArea_um2": 0,
  "num-clock-buffers": 0,
  "wl_per_cell_um": 8.01,
  "io_pins": 24,
  "min_path_cells": 3,
  "vdd_drop_max_mv": 0.0379,
  "critPathKind": "input port to primary output",
  "avgSynthCellArea_um2": 8.51,
  "fill_cells": 640,
  "gr-total-overflow": 0,
  "slew_headroom": 0.823,
  "grt_antenna_before_repair": 0,
  "fin_ws_ps": 219,
  "flop-count": 0,
  "rsz0062_at_grt": "no",
  "drive_above_1_share": 0.229,
  "gr-usage-all-layers": 0.0353,
  "synthesis.instances": 92,
  "numPortBuffers": 24,
  "post_cts_buffers": 0,
  "finalHoldViolations": 0,
  "ys_chip_area_um2": 783
}
## worst paths after layout
check / from / to / slack [ps]
worst max-delay path: B[1] / R[10] / 220
worst min-delay path: B[0] / R[0] / 4260
## report_power, final
group | total [mW] | internal (mW) | switching, mW
Sequential | 0 | 0 | 0
Clock | 0 | 0 | 0
Combinational | 0.0910 | 0.0570 | 0.0340
## cell usage after synthesis
| cell | number | share of area |
|---|---|---|
| buf_4 | 12 | 0.12 |
| inv_1 | 24 | 0.12 |
| fa_1 | 20 | 0.51 |
| and2_1 | 13 | 0.10 |
| nand2_1 | 19 | 0.091 |
| ha_1 | 4 | 0.064 |
## critical path: stages
cell,delay (ps)
buf_6,100
and2_1,130
ha_1,140
inv_1,50
fa_2,360
fa_2,370
fa_2,400
fa_2,530
inv_1,50
fa_2,520
inv_1,50
fa_2,360
fa_2,370
fa_2,370
fa_2,370
fa_2,360
inv_2,60
fa_1,400
clkdlybuf4s15_1,190
## cells by family after synthesis
group,synth area share
buffers and inverters,0.230
and+or+nand+nor,0.195
adders and majority gates,0.575
## layout make-up
cell class | count | share of cell area
Tap cell | 72 | 0.0817
Inverter | 24 | 0.0817
Timing Repair Buffer | 29 | 0.253
Multi-Input combinational cell | 56 | 0.583
## timing repair
item                                    4_1_cts  5_1_grt
endpoints found under the setup margin        4        3
gates resized                                21       16
pin swaps                                     2       10
## per-stage QoR
step                      area (µm²)  hold WS (ps)  utilization
after floorplan                  783          3780            -
after global placement          1060          4720        0.192
after detailed placement        1060          4700        0.192
after CTS                       1100          4470        0.198
after global routing            1100          4300        0.199
final                           1100          4260        0.199
## routing by layer
| layer | vias up | GRT usage | share of wire |
|---|---|---|---|
| met1 | 251 | 0.0455 | 0.46 |
| met3 | 0 | 0.0173 | 0.15 |
| met4 | 0 | 0 | 0 |
| li1 | 279 | - | - |
| met2 | 18 | 0.0561 | 0.39 |
| met5 | - | 0 | 0 |
