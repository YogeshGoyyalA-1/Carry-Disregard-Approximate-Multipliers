### flow/design.v
module cd1(
    input [7:0]A,
    input [3:0]B,
    output [11:0] R 
);
    wire [64:0]s,c;    
    wire [7:0]pp;     
    PP PP01(pp[0],A[0],B[0]);
    PP PP02(pp[1],A[1],B[0]);
    PP PP03(pp[2],A[2],B[0]);
    PP PP04(pp[3],A[3],B[0]);
    PP PP05(pp[4],A[4],B[0]);
    PP PP06(pp[5],A[5],B[0]);
    PP PP07(pp[6],A[6],B[0]);
    PP PP08(pp[7],A[7],B[0]);
    FA FA11(s[0],c[0],(A[0]&B[1]),pp[1],1'b0);
    FA FA12(s[1],c[1],(A[1]&B[1]),pp[2],c[0]);
    FA FA13(s[2],c[2],(A[2]&B[1]),pp[3],c[1]);
    FA FA14(s[3],c[3],(A[3]&B[1]),pp[4],c[2]);
    FA FA15(s[4],c[4],(A[4]&B[1]),pp[5],c[3]);
    FA FA16(s[5],c[5],(A[5]&B[1]),pp[6],c[4]);
    FA FA17(s[6],c[6],(A[6]&B[1]),pp[7],c[5]);
    FA FA18(s[7],c[7],(A[7]&B[1]),1'b0,c[6]);
    FA FA21(s[8],c[8],(A[0]&B[2]),s[1],1'b0);
    FA FA22(s[9],c[9],(A[1]&B[2]),s[2],c[8]);
    FA FA23(s[10],c[10],(A[2]&B[2]),s[3],c[9]);
    FA FA24(s[11],c[11],(A[3]&B[2]),s[4],c[10]);
    FA FA25(s[12],c[12],(A[4]&B[2]),s[5],c[11]);
    FA FA26(s[13],c[13],(A[5]&B[2]),s[6],c[12]);
    FA FA27(s[14],c[14],(A[6]&B[2]),s[7],c[13]);
    FA FA28(s[15],c[15],(A[7]&B[2]),c[7],c[14]);
    FA FA31(s[16],c[16],(A[0]&B[3]),s[9],1'b0);
    FA FA32(s[17],c[17],(A[1]&B[3]),s[10],c[16]);
    FA FA33(s[18],c[18],(A[2]&B[3]),s[11],c[17]);
    FA FA34(s[19],c[19],(A[3]&B[3]),s[12],c[18]);
    FA FA35(s[20],c[20],(A[4]&B[3]),s[13],c[19]);
    FA FA36(s[21],c[21],(A[5]&B[3]),s[14],c[20]);
    FA FA37(s[22],c[22],(A[6]&B[3]),s[15],c[21]);
    FA FA38(s[23],c[23],(A[7]&B[3]),c[15],c[22]);
    assign R[0] = pp[0];
    assign R[1] = s[0];
    assign R[2] = s[8];
    assign R[3] = s[16];
    assign R[4] = s[17];
    assign R[5] = s[18];
    assign R[6] = s[19];
    assign R[7] = s[20];
    assign R[8] = s[21];
    assign R[9] = s[22];
    assign R[10] = s[23];
    assign R[11] = c[23];
endmodule
module PP(pc,c,d);
    input c,d;
    output pc;
    assign pc= c&d;
endmodule
module pi0(sout,cout,a,b,cin);
    input a,b,cin;
    output sout,cout;
    assign sout=(a^b^cin);
    assign cout= (a&b)|(b&cin)|(a&cin);
endmodule
module HA(sum,carry,a,b);
    input a,b;
    output sum,carry;
    assign sum = a ^ b;   
    assign carry = a & b;   
endmodule
module FA(sum,carry,a,b,cin);
    input a,b,cin;
    output sum,carry;
    assign sum = a ^ b ^ cin;   
    assign carry = (a & b) | (b & cin) | (a & cin) ;   
endmodule
module pi1(sout,a,b,sin);
    input a,b,sin;
    output sout;
    assign sout= sin ^ (a & b);
endmodule
module pi2(sout,cout,a,b,sin);
    input a,b,sin;
    output sout,cout;
    HA HA00(sout,cout,sin,(a&b));
endmodule
module pi3(sout,cout,ai,aj,bi,bj,sin);
    input ai,aj,bi,bj,sin;
    output sout,cout;
    FA FA00(sout,cout,sin,(ai&bi),(aj&bj));
endmodule
module cd6 (
    input [7:0]A,
    input [3:0]B,
    output [11:0] R 
);
    wire [64:0]s,c;    
    wire [7:0]pp;     
    PP PP01(pp[0],A[0],B[0]);
    PP PP02(pp[1],A[1],B[0]);
    PP PP03(pp[2],A[2],B[0]);
    PP PP04(pp[3],A[3],B[0]);
    PP PP05(pp[4],A[4],B[0]);
    PP PP06(pp[5],A[5],B[0]);
    PP PP07(pp[6],A[6],B[0]);
    PP PP08(pp[7],A[7],B[0]);
    pi1 pi111(s[0],A[0],B[1],pp[1]);  
    pi1 pi112(s[1],A[1],B[1],pp[2]);
    pi1 pi113(s[2],A[2],B[1],pp[3]);
    pi1 pi114(s[3],A[3],B[1],pp[4]);
    pi1 pi115(s[4],A[4],B[1],pp[5]);
    pi2 pi216(s[5],c[1],A[6],B[1],pp[7]);
    FA FA18(s[6],c[2],(A[7]&B[1]),1'b0,c[1]);
    pi1 pi121(s[8],A[0],B[2],s[1]); 
    pi1 pi122(s[9],A[1],B[2],s[2]);
    pi1 pi123(s[10],A[2],B[2],s[3]);
    pi1 pi124(s[11],A[3],B[2],s[4]);
    pi3 pi3125(s[12],c[0],A[5],A[4],B[1],B[2],pp[6]);
    FA FA26(s[13],c[13],(A[5]&B[2]),s[5],c[0]);
    FA FA27(s[14],c[14],(A[6]&B[2]),s[6],c[13]);
    FA FA28(s[15],c[15],(A[7]&B[2]),c[2],c[14]);
    pi1 pi131(s[16],A[0],B[3],s[9]); 
    pi1 pi132(s[17],A[1],B[3],s[10]);
    pi1 pi133(s[18],A[2],B[3],s[11]);
    pi2 pi226(s[19],c[19],A[3],B[3],s[12]);
    FA FA35(s[20],c[20],(A[4]&B[3]),s[13],c[19]);
    FA FA36(s[21],c[21],(A[5]&B[3]),s[14],c[20]);
    FA FA37(s[22],c[22],(A[6]&B[3]),s[15],c[21]);
    FA FA38(s[23],c[23],(A[7]&B[3]),c[15],c[22]);
    assign R[0] = pp[0];
    assign R[1] = s[0];
    assign R[2] = s[8];
    assign R[3] = s[16];
    assign R[4] = s[17];
    assign R[5] = s[18];
    assign R[6] = s[19];
    assign R[7] = s[20];
    assign R[8] = s[21];
    assign R[9] = s[22];
    assign R[10] = s[23];
    assign R[11] = c[23];
endmodule
### flow/constraint.sdc
current_design cd1

set clk_period 9.0
set clk_io_pct 0.2

create_clock -name clk0 -period $clk_period

set non_clock_inputs [all_inputs -no_clocks]
set_input_delay [expr $clk_period * $clk_io_pct] -clock clk0 $non_clock_inputs
set_output_delay [expr $clk_period * $clk_io_pct] -clock clk0 [all_outputs]
### flow/config.mk
export PLATFORM = sky130hd
export DESIGN_NAME = cd1
export DESIGN_NICKNAME = cd1
export VERILOG_FILES = /design/flow/design.v
export SDC_FILE = /design/flow/constraint.sdc
export NUM_CORES = 4
export LEC_CHECK = 1
export CORE_AREA = 10 10 98 98
export DIE_AREA = 0 0 108 108
### flow/run.sh
#!/bin/bash
# OpenROAD 26Q1-2900-gdf79404cd8, Yosys 0.63+post, stock flow scripts
make -C /OpenROAD-flow-scripts/flow DESIGN_CONFIG=/design/flow/config.mk WORK_HOME=/design/flow/orfs finish
==> run summary <==
impl run done, here's what came out: min Tclk post-route=8.71 ns, Vias=578, Critical Path AT=6.91 ns, final-layout fill cell count=854, CP Capture Type=primary output, vias in the first global route=607, Core Region=7650 um^2, Reg area=0 um^2, worst path cell trace=dlymetal6s2s_1 > and2_4 > ha_2 > inv_1 > fa_2 > fa_2 > inv_1 > fa_2 > fa_2 > fa_2 > fa_2 > fa_2 > fa_2 > inv_1 > fa_2 > fa_1 > inv_1 > fa_2 > buf_2, post-layout instance area=1160 um^2, WL final=1.61 mm, Hold EP=R[0], Seq cells=0, Layout clock buffers=0, GR Layer Usage met3=1.02%, Die W=108 um, GPL Wtd Cong=0.742, Critical Path Slowest Stage Cell=fa_2, placed instance area=1110 um^2, Static Leak=0.530 nW, critical path startpoint category=input pin, GRT busiest layer=met2, WL/cell=7.58 um, Distinct cells, synth=6, gr usage total=2.95%, crit-path most repeated cell=fa_2, number of nets still failing antenna checks after routing=0, largest net degree at the start of global routing=9, Tcrit/Tclk final=96.7%, HP Class=input pin to primary output, Std-Cell Rows=32, Final Util=15.2%, Die Y=108 um, grt total ovfl=0, WS Path Type=input pin to primary output, placed insts=212, chip area in the Yosys report=783 um^2, number of I/O pins=24, vias per inst=2.73, Seq/Total Area, Yosys=0%, crit path DRT=7.20 ns, slowest stage delay, CP=0.53 ns, met1 Resource Use GR=4.23%, MaxCap Viol Count=0, cell depth of the worst hold path=4, WP buf/inv=6, mapped cell area=783 um^2, final std cells w/o fill=212, total iterations of the first detailed-routing run=3, postcts setup bufs=0, ANT cells=0, Mapped Avg Cell Area=8.51 um^2, pwr dens=79.6 nW/um^2, dpl hpwl=1.56 mm, RSZ-0062 raised after global routing=no, Log Warnings=32, DR DRC count=0, Port-buffer cells=24, slew of the pin with the lowest slew margin=0.295 ns, full die area=11700 um^2, Worst Path Max Fanout=2, status=finished clean, Peak supply drop=0.0196 mV, Max-slew headroom=80.3%, Hold Buf Count CTS=0, yosys stat cell total=92, initial antenna violation count=0, Synth warnings=0, P&R area growth vs syn=48.1%, pins over their slew limit=0, Setup violations, final=0, Achievable Freq=115 MHz, Final Hold Fails=0, first-pass GRT wire length=2.88 mm, layout cells sized above 1=24.5%, cell class contributing the biggest share of worst-path delay=adder cells, initial core utilization=10.2%, Cells after Synth=92, met2 usage=4.48%, starting DRC count in detailed routing=5, Hold Crit Start=A[0]
[power breakdown]
group          leakage, nW  internal, mW  switching, mW  total [mW]
Combinational        0.530        0.0571         0.0352      0.0923
Clock                    0             0              0           0
Sequential               0             0              0           0
Total                0.530        0.0571         0.0352      0.0923
[through the flow]
step	hold slack, ns	setup slack [ns]	setup TNS, ns	power, mW
floorplan	3.78	0.451	0	0.0611
global placement	4.70	-0.494	-1.01	0.0939
detailed placement	4.71	-0.511	-1.04	0.0944
CTS	4.62	0.00340	0	0.0975
global route	4.46	0.0298	0	0.112
finish	4.40	0.294	0	0.0923
[per-layer routing]
layer	part of all wire, %	wire length, um
met1	49	788
met2	41	665
met3	9.6	154
met4	0	0
met5	0	0
[cell usage in the layout (no fill, tap or decap)]
cell and n:
clkdlybuf4s50_1 17, nand2_1 19, inv_1 23, and2_4 1, and2_1 12, dlygate4sd2_1 1, dlymetal6s2s_1 5, inv_2 1
fa_1 3, fa_2 17, ha_1 3, buf_4 6, ha_2 1, buf_2 1
[cell usage after synthesis (all sizes together)]
cell type / count / area, um^2
buf: 12 / 90.1
and2: 13 / 81.3
inv: 24 / 90.1
ha: 4 / 50.1
nand2: 19 / 71.3
fa: 20 / 400
[repair_timing]
item | CTS | global route
setup endpoints to repair | 3 | 3
gates resized | 20 | 9
pin swaps | 1 | 8
[kinds of logic (layout without fill, tap and decap cells)]
family | Yosys count | in the layout | share of synthesized area (%)
simple gates | 32 | 32 | 19.5
fa+ha+maj | 24 | 24 | 57.5
buf+inv | 36 | 54 | 23.0
[area by class of cell]
class / count / area [um^2] / area share [%]
Multi-Input combinational cell: 56 / 651 / 56.1
Inverter: 24 / 90.1 / 7.77
Timing Repair Buffer: 30 / 292 / 25.1
Tap cell: 102 / 128 / 11.0
[how the worst max path moves through the flow]
stage / from / end / slack (ns) / cells after the start
4_1_cts: A[0] / R[10] / 0.003 / 19
5_1_grt: A[0] / R[10] / 0.03 / 19
6_report: A[0] / R[10] / 0.29 / 19
[tightest hold or removal path, cell delays in order]
cell and delay [ns]:
dlymetal6s2s_1 0.11, buf_4 0.12, and2_1 0.11, clkdlybuf4s50_1 0.46
Power is estimated from default activity; no workload was simulated.
